`flow/design.v`:
```
`timescale 1ns / 1ps
module float_control_2(
    input [7:0] exp_diff,
    input c_out,
	 input sm_alu_sign,
    output reg sel_b,
    output reg sel_a,
    output reg [7:0] shift,
	 output reg inc,
	 output reg sel_c
    );
always@(exp_diff or sm_alu_sign or c_out)
	begin
		if(sm_alu_sign ==  0)
			begin
				sel_a = 1'b0; 				sel_b = 1'b1; 				sel_c = 1'b0; 				shift = exp_diff;
			end
		else
			begin
				sel_a = 1'b1; 				sel_b = 1'b0; 				sel_c = 1'b1;				shift = ~exp_diff +1;
		end
	end
	always@(c_out)
		begin
		if(c_out > 0)
				inc = 1'b1;
		else
				inc = 1'b0;
		end
endmodule
```
`flow/constraint.sdc`:
```
current_design float_control_2

set clk_period 2.6
set clk_io_pct 0.2

create_clock -name clk0 -period $clk_period

set non_clock_inputs [all_inputs -no_clocks]
set_input_delay [expr $clk_period * $clk_io_pct] -clock clk0 $non_clock_inputs
set_output_delay [expr $clk_period * $clk_io_pct] -clock clk0 [all_outputs]
```
`flow/config.mk`:
```
export PLATFORM = sky130hd
export DESIGN_NAME = float_control_2
export DESIGN_NICKNAME = float_control_2
export VERILOG_FILES = /design/flow/design.v
export SDC_FILE = /design/flow/constraint.sdc
export NUM_CORES = 4
export LEC_CHECK = 1
export CORE_AREA = 10 10 70 70
export DIE_AREA = 0 0 80 80
```
`flow/run.sh`:
```
#!/bin/bash
# OpenROAD 26Q1-2900-gdf79404cd8, Yosys 0.63+post, stock flow scripts
make -C /OpenROAD-flow-scripts/flow DESIGN_CONFIG=/design/flow/config.mk WORK_HOME=/design/flow/orfs finish
```
==> results_slide.txt <==
Key Metrics from the Run

Setup path
  – CP cell instances: clkdlybuf4s50_1 > nor4_4 > a21oi_1 > xor2_1 > clkdlybuf4s50_1
  – Largest fanout on the critical path: 2
  – WS Path Type: in2out
  – Most Frequent Cell on Critical Path: clkdlybuf4s50_1
  – Slowest stage delay, CP: 0.48 ns
  – Worst Path Required: 2.08 ns
  – Slowest CP cell: clkdlybuf4s50_1
  – CP Data Arrival Time: 1.97 ns
  – Kind of start point of the critical path: input port
  – Critical Path Sink Type: primary output

Final layout
  – Final instance area: 469.2 sq um
  – Gate Area: 176.4 sq um
  – Filler cells: 393
  – Final core occ: 13.74%
  – Highest-count logic cell in the final layout: clkdlybuf4s50_1
  – Most numerous logic cells after layout: 15 x clkdlybuf4s50_1, 5 x dlygate4sd2_1, 4 x buf_4
  – Register area: 0 sq um
  – Share of cells above drive strength 1: 21.74%
  – Seq_cells: 0
  – Synthesis-to-layout area growth: 162.2%
  – Clock buffer count: 0

Status
  – Status: completed

Final timing
  – Final Critical Period: 2.486 ns
  – Fmax: 0.4023 GHz
  – Setup Viol. Count Final: 0
  – Max transition margin: 82.77%
  – Final hold violations: 0
  – Worst-margin pin slew: 0.2565 ns
  – RSZ-0062 raised after global routing: no
  – Final Max Slew Viols: 0
  – Final period util: 95.61%

Synth
  – Yosys warning tally: 1
  – Synthesized instance count: 26
  – Yosys Chip Area: 178.9 sq um
  – Synth Seq Share: 0%
  – Average cell area after synthesis: 6.882 sq um
  – Yosys cell types: 14
  – Yosys cell count: 26
  – Netlist Area Pre-Place: 178.9 sq um

Placement
  – Port buffer count: 20
  – Placed Area: 436.7 sq um
  – Post-DP HPWL: 686.7 microns
  – Global placement routability congestion: 0.7688

Flow run
  – Max-Cap Viols: 0
  – OpenROAD warning count: 32

Floorplan
  – Die area: 6400 sq um
  – Chip height: 80 microns
  – Starting Density: 5.238%
  – Core Region: 3416 sq um
  – Ports: 22
  – Die Width: 80 microns
  – Standard-cell rows: 21

Min path
  – Worst Hold Class: in2out
  – Hold Path Depth: 0

Global routing
  – Initial antenna violation count: 0
  – First-pass GRT wire length: 1235 microns
  – Vias in the first global route: 255
  – Gr usage total: 2.286%
  – Pin count of the biggest net entering global routing: 8
  – Grt ovf: 0

Route
  – Final antenna-violating net count: 0
  – DRC: 0
  – Via count: 253
  – Vias per cell: 2.750
  – Iter 0 DRT Violations: 13
  – DRT Pass-1 Iters: 2
  – Diodes inserted: 0
  – Routed wire per std cell: 8.652 microns
  – Routed WL: 796 microns

Clock network
  – # resized after CTS: 12
  – Postcts setup bufs: 0
  – Hold-fix buffers at CTS: 0

Pwr
  – Cell Pwr Density: 157.1 nW/um^2
  – Leakage: 0.0001772 uW
  – Max rail drop VDD: 0.02047 mV
worst paths after layout:
kind,from,end,slack (ns)
worst min-delay path,c_out,inc,1.04
worst max-delay path,exp_diff[5],shift[7],0.11
per-stage QoR:
step | total power, uW | worst slack [ns] | hold slack [ns] | setup TNS [ns] | cells
2_1_floorplan | 18.20 | 0.9884 | 1.069 | 0 | 26
3_3_place_gp | 70.31 | -0.08583 | 1.040 | -0.3013 | 92
3_5_place_dp | 70.67 | -0.09885 | 1.040 | -0.3444 | 92
4_1_cts | 74.88 | 0.08558 | 1.040 | 0 | 92
5_1_grt | 80.42 | 0.001921 | 1.040 | 0 | 92
6_report | 73.71 | 0.1142 | 1.040 | 0 | 92
critical path: cells and delay by family:
family	cells	cell delay [ns]
buf+inv	2	0.96
simple gates	1	0.21
compound gates	1	0.14
xor+xnor	1	0.14
cells in the mapped netlist:
library cell  count  area (sq um)
buf_4             4         30.03
a21oi_1           3         15.01
inv_1             3         11.26
xnor2_1           3         26.28
xor2_1            3         26.28
o21ai_0           2         10.01
ha_1              1         12.51
nand2_1           1         3.750
nand2b_1          1         6.260
nor2_1            1         3.750
nor3_1            1         5.000
nor4_1            1         6.260
o41ai_2           1         16.27
or2_1             1         6.260
metal layers:
layer | GRT usage (%) | part of all wire [%]
met4 | 0 | 0
met2 | 4.093 | 45
met3 | 0.7955 | 15
met5 | 0 | 0
met1 | 2.703 | 39
final cells by class:
class / count / area share (%)
tap: 46 / 12.27
multi-input combinational: 19 / 37.60
timing repair buffer: 24 / 47.73
inverter: 3 / 2.400
cells by family after synthesis:
kind of cell / Yosys count / share of synthesized area [%]
AND/OR/NAND/NOR: 6 / 17.48
XOR/XNOR: 6 / 29.38
adder cells (fa/ha/maj): 1 / 6.992
AND-OR/OR-AND: 6 / 23.08
buffers and inverters: 7 / 23.08
where the power goes:
part / switching (uW) / internal (uW)
Combinational: 24.7 / 49.0
Sequential: 0 / 0
Clock: 0 / 0
No activity file was given, so power comes from the tool's default toggle rates.
