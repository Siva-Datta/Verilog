==> design/flow/design.v <==
`timescale 1ns / 1ps
module float_sm_alu(
    input [7:0] a,
    input [7:0] b,
    output reg [7:0] c,
	 output reg sign
    );
	always@(a or b)
	begin
		if(a >= b)
		begin
			c = a-b;
			sign = 1'b0;
		end
		else
		begin
			c=a-b;
			sign = 1'b1;
		end
	end
endmodule
==> design/flow/run.sh <==
#!/bin/bash
# OpenROAD 26Q1-2900-gdf79404cd8, Yosys 0.63+post, stock flow scripts
make -C /OpenROAD-flow-scripts/flow DESIGN_CONFIG=/design/flow/config.mk WORK_HOME=/design/flow/orfs finish
==> design/flow/config.mk <==
export PLATFORM = sky130hd
export DESIGN_NAME = float_sm_alu
export DESIGN_NICKNAME = float_sm_alu
export VERILOG_FILES = /design/flow/design.v
export SDC_FILE = /design/flow/constraint.sdc
export NUM_CORES = 4
export LEC_CHECK = 1
export CORE_AREA = 10 10 70 70
export DIE_AREA = 0 0 80 80
==> design/flow/constraint.sdc <==
current_design float_sm_alu

set clk_period 7.0
set clk_io_pct 0.2

create_clock -name clk0 -period $clk_period

set non_clock_inputs [all_inputs -no_clocks]
set_input_delay [expr $clk_period * $clk_io_pct] -clock clk0 $non_clock_inputs
set_output_delay [expr $clk_period * $clk_io_pct] -clock clk0 [all_outputs]
==> flow_summary.html <==
<h3>Run summary</h3>
<table>
<tr><th>Metric</th><th>Value</th></tr>
<tr><th colspan="2">Run status</th></tr>
<tr><td>Result of the run</td><td>finished, final reports clean</td></tr>
<tr><th colspan="2">Power</th></tr>
<tr><td>Internal power</td><td>36.4 uW</td></tr>
<tr><td>Share of total power in the clock network</td><td>0</td></tr>
<tr><td>Switching part of the total</td><td>0.361</td></tr>
<tr><td>Power consumption</td><td>57.1 uW</td></tr>
<tr><td>Part of the total power dissipated in sequential elements</td><td>0</td></tr>
<tr><td>Power density relative to cell area</td><td>84.3 nW/um2</td></tr>
<tr><td>Worst vdd ir</td><td>0.0000378 V</td></tr>
<tr><td>Leakage power of the design</td><td>0.000298 uW</td></tr>
<tr><td>Gate power share</td><td>1.000</td></tr>
<tr><td>Reported net switching power</td><td>20.6 uW</td></tr>
<tr><th colspan="2">Critical path</th></tr>
<tr><td>Critical path peak fanout</td><td>2</td></tr>
<tr><td>Worst setup path class</td><td>input pin to output pin</td></tr>
<tr><td>Worst Setup Start Kind</td><td>input pin</td></tr>
<tr><td>Data arrival time of the critical path</td><td>3.79 ns</td></tr>
<tr><td>Worst path required time</td><td>5.60 ns</td></tr>
<tr><td>Crit. End Element</td><td>output pin</td></tr>
<tr><th colspan="2">Die</th></tr>
<tr><td>Die extent in x</td><td>80 um</td></tr>
<tr><td>I/O Pins</td><td>25</td></tr>
<tr><td>Die area</td><td>6400 um2</td></tr>
<tr><td>Core utilization at floorplan</td><td>0.111</td></tr>
<tr><td>Area of the core</td><td>3420 um2</td></tr>
<tr><td>Std cell rows</td><td>21</td></tr>
<tr><td>Vertical die size</td><td>80 um</td></tr>
<tr><th colspan="2">Timing</th></tr>
<tr><td>Transition at the pin with the smallest max-transition slack</td><td>0.331 ns</td></tr>
<tr><td>Unrepaired setup endpoints after global routing</td><td>false</td></tr>
<tr><td>Max transition margin</td><td>0.779</td></tr>
<tr><td>Portion of the clock cycle consumed by the worst path in the final layout</td><td>0.742</td></tr>
<tr><td>Crit path time final</td><td>5.19 ns</td></tr>
<tr><td>Final setup viols</td><td>0</td></tr>
<tr><td>Highest clock rate</td><td>193 MHz</td></tr>
<tr><td>Hold Vio Cnt, Final</td><td>0</td></tr>
<tr><td>Max Slew Vio Count</td><td>0</td></tr>
<tr><td>Setup TNS</td><td>0 ns</td></tr>
<tr><th colspan="2">CTS</th></tr>
<tr><td>Count of cells resized by post-cts repair</td><td>0</td></tr>
<tr><td>Hold Buf Count CTS</td><td>0</td></tr>
<tr><td>Post-CTS Setup Inserts</td><td>0</td></tr>
<tr><th colspan="2">Synth</th></tr>
<tr><td>Warnings, synthesis</td><td>1</td></tr>
<tr><td>Top-area cell share</td><td>0.263</td></tr>
<tr><td>Syn Area/Cell</td><td>7.18 um2</td></tr>
<tr><td>Cell type with the largest total area</td><td>sky130_fd_sc_hd__ha_1</td></tr>
<tr><td>Total standard cell area after synthesis</td><td>380 um2</td></tr>
<tr><td>Portion of the post-synthesis area used by sequential elements</td><td>0</td></tr>
<tr><td>Distinct cell type count of the synthesized netlist</td><td>22</td></tr>
<tr><td>Area of the synthesized netlist per yosys stat</td><td>380 um2</td></tr>
<tr><td>Count of instantiated cells in the yosys netlist</td><td>53</td></tr>
<tr><td>Number of instances in the synthesized netlist</td><td>53</td></tr>
<tr><td>Synth area leaders</td><td>sky130_fd_sc_hd__ha_1 26%, sky130_fd_sc_hd__inv_1 11%, sky130_fd_sc_hd__a21oi_1 7.9%, sky130_fd_sc_hd__xnor2_1 6.9%, sky130_fd_sc_hd__a21o_1 5.9%</td></tr>
<tr><th colspan="2">Flow run</th></tr>
<tr><td>Total tool warning count</td><td>32</td></tr>
<tr><td>Max-cap violations</td><td>0</td></tr>
<tr><th colspan="2">Hold path</th></tr>
<tr><td>Origin of the worst min-delay path</td><td>a[0]</td></tr>
<tr><td>Worst Hold Class</td><td>input pin to output pin</td></tr>
<tr><td>Min-Delay Endpoint</td><td>c[0]</td></tr>
<tr><td>Worst Hold Depth</td><td>5</td></tr>
<tr><th colspan="2">Drt</th></tr>
<tr><td>Number of search-and-repair iterations in the first detailed-routing pass</td><td>2</td></tr>
<tr><td>DR DRC count</td><td>0</td></tr>
<tr><td>Total wire length after detailed routing</td><td>1220 um</td></tr>
<tr><td>Starting DRC count in detailed routing</td><td>10</td></tr>
<tr><td>Antenna cells</td><td>0</td></tr>
<tr><td>Per-cell routed wire length</td><td>9.89 um</td></tr>
<tr><td>Via density per instance</td><td>3.58</td></tr>
<tr><td>Number of vias after detailed routing</td><td>440</td></tr>
<tr><td>Post-route antenna net violation count</td><td>0</td></tr>
<tr><th colspan="2">Global routing</th></tr>
<tr><td>First-pass GRT wire length</td><td>1840 um</td></tr>
<tr><td>Antenna violations before repair</td><td>0</td></tr>
<tr><td>Largest net degree at the start of global routing</td><td>9</td></tr>
<tr><td>Aggregate global-route resource usage</td><td>0.0349</td></tr>
<tr><td>Vias in the first global route</td><td>428</td></tr>
<tr><td>Total congestion overflow</td><td>0</td></tr>
<tr><th colspan="2">Final layout</th></tr>
<tr><td>Clock buffer instance count of the final layout</td><td>0</td></tr>
<tr><td>Flop count</td><td>0</td></tr>
<tr><td>Area added between synthesis and finish</td><td>78.0%</td></tr>
<tr><td>Layout cells sized above 1</td><td>0.0130</td></tr>
<tr><td>Area used by sequential logic in the layout</td><td>0 um2</td></tr>
<tr><th colspan="2">Place</th></tr>
<tr><td>Buffers added on ports</td><td>25</td></tr>
<tr><td>Post-DP HPWL</td><td>1130 um</td></tr>
<tr><td>Final Wtd Congestion</td><td>0.794</td></tr>
</table>
worst max path at each step:
| stage | from | to | slack [ns] | cells past startpoint |
|---|---|---|---|---|
| 4_1_cts | b[0] | c[6] | 1.79 | 9 |
| 6_report | b[0] | c[6] | 1.81 | 9 |
| 5_1_grt | a[0] | c[6] | 1.71 | 10 |
worst max-delay path, stage by stage:
cell,delay [ns]
sky130_fd_sc_hd__clkdlybuf4s50_1,0.46
sky130_fd_sc_hd__ha_1,0.15
sky130_fd_sc_hd__inv_1,0.05
sky130_fd_sc_hd__fa_1,0.39
sky130_fd_sc_hd__a21o_1,0.19
sky130_fd_sc_hd__a311o_1,0.36
sky130_fd_sc_hd__a21oi_2,0.16
sky130_fd_sc_hd__xnor2_1,0.13
sky130_fd_sc_hd__clkdlybuf4s50_1,0.50
per-stage QoR:
stage	util	cell area, um2	hold WS [ns]	std cells	setup slack [ns]
after floorplan	-	380	2.91	53	2.83
after global placement	0.198	677	3.85	123	1.82
after detailed placement	0.198	677	3.85	123	1.80
after CTS	0.198	677	3.85	123	1.79
after global routing	0.198	677	3.88	123	1.71
final	0.198	677	3.83	123	1.81
metal layers:
layer	part of all wire	up-vias	track usage	wire, um
met5	0	-	0	0
met1	0.45	188	0.0443	548
li1	-	239	-	-
met4	0	0	0	0
met2	0.48	13	0.0610	579
met3	0.073	0	0.00909	89
final cells by class:
type / count / area, um2
fillers: 405 / 2740
multi-input cells: 41 / 328
well taps: 46 / 57.6
repair buffers: 25 / 250
inverters: 11 / 41.3
cells in the mapped netlist, drive strengths merged (2+ instances only):
cell type and number:
a21oi 7, a21o 3, nand4 2, nand2b 2
xnor2 3, nor2 2, a211oi 2, o21ai 2
ha 8, inv 11
layout by cell type (no fill, tap or decap), drive strengths merged, types with 2 or more instances in the layout:
cell and count:
o21ai 2, a211oi 2, nor2 2, a21o 3
clkdlybuf4s50 25, inv 11, ha 8, nand2b 2
xnor2 3, a21oi 7, nand4 2
power groups by stage:
stage | Combinational [uW] | Clock [uW] | Sequential [uW]
CTS | 58.6 | 0 | 0
global route | 63.9 | 0 | 0
finish | 57.1 | 0 | 0
kinds of logic after synthesis:
| group | Yosys count | synth area share |
|---|---|---|
| compound gates | 17 | 0.296 |
| xor+xnor | 4 | 0.0921 |
| fa+ha+maj | 9 | 0.316 |
| buf+inv | 12 | 0.138 |
| simple gates | 11 | 0.158 |
Power figures rest on the tool's default switching activity, not on a simulated workload.
