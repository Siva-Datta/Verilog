[design/flow/run.sh]
#!/bin/bash
# OpenROAD 26Q1-2900-gdf79404cd8, Yosys 0.63+post, stock flow scripts
make -C /OpenROAD-flow-scripts/flow DESIGN_CONFIG=/design/flow/config.mk WORK_HOME=/design/flow/orfs finish
[design/flow/config.mk]
export PLATFORM = sky130hd
export DESIGN_NAME = float_add
export DESIGN_NICKNAME = float_add
export VERILOG_FILES = /design/flow/design.v
export SDC_FILE = /design/flow/constraint.sdc
export NUM_CORES = 4
export LEC_CHECK = 1
export CORE_UTILIZATION = 30
[design/flow/constraint.sdc]
current_design float_add

set clk_period 21.5
set clk_io_pct 0.2

create_clock -name clk0 -period $clk_period

set non_clock_inputs [all_inputs -no_clocks]
set_input_delay [expr $clk_period * $clk_io_pct] -clock clk0 $non_clock_inputs
set_output_delay [expr $clk_period * $clk_io_pct] -clock clk0 [all_outputs]
[design/flow/design.v]
`timescale 1ns / 1ps
module float_add(
    input [22:0] a,
    input [22:0] b,
    input [7:0] shift,
    input sel_b,
    input sel_a,
    output reg [24:0] Out
    );
	wire [23:0] sr_input, alu_input_a;
reg [23:0]	alu_input_b;
	fraction_mux mux0({1'b1,a},{1'b1,b},sel_a,alu_input_a);
	fraction_mux mux1({1'b1,a},{1'b1,b},sel_b,sr_input);
	always@(*)
	begin
	 alu_input_b = sr_input >> shift;
	 Out = alu_input_a + alu_input_b;
	end
endmodule
`timescale 1ns / 1ps
module fraction_mux(
    input [23:0] a,
    input [23:0] b,
    input sel,
    output [23:0] Out
    );
	assign Out = (sel) ? b : a;
endmodule
==> flow_summary.toml <==
# implementation run metrics
[timing]
worst_slack_ns = 8.17
setup_viol = 0
fmax_mhz = 75.0
hold_ws_ns = 9.78
slew_viol_final = 0
tns_ns = 0
rsz0062_at_grt = "false"
finalHoldViolations = 0
worst_slew_pin_slew_ns = 0.793
relSlewSlack = 0.469
post-route-period-util = 0.620
period_minus_slack_ns = 13.33

[floorplan]
core_area_sq_mm = 0.00995
die-width_microns = 104
rows = 36
num_io_pins = 81
die_area_sq_mm = 0.0108
die_h_microns = 104
fp_util = 0.314

[synthesis]
postSynthAreaPerCell_sq_um = 8.14
ys_types = 59
ys_cells = 384
syn-instance-count = 384
yosysChipArea_sq_mm = 0.00313
syn_area_sq_mm = 0.00313
ys_seq_frac = 0
ys.warnings.count = 1

[clock_network]
post_cts_buffers = 0
postCtsResizedCells = 0
cts_hold_buf = 0

[power]
peakVddDrop_mv = 0.00769
power_frac_seq = 0
combPwrFrac = 1.000
p_switching_uw = 40.0
p_int_uw = 46.5
switching_share = 0.463
p_leak_uw = 0.00159
power_density_mw_per_mm2 = 21.8
pwr-share-clk = 0

[place]
port-buffer-count = 81
place_congestion = 0.970
dp_hpwl_microns = 8580
dp_cells = 573
pre_cts_slack_ns = 8.25

[finish]
seq_cells = 0
regArea_sq_um = 0
final_cells = 573
nFillCells = 1008
logic_area_sq_mm = 0.00295
final_util = 0.399
drive_above_1_share = 0.170
area_delta_synth_final_pct = 27.1
n_clock_buffer = 0

[route]
first_pass_iters = 5
initialDrtViolationCount = 202
post-route-drc-count = 0
vias = 3277
wire_per_inst_microns = 18.1
antenna_cells = 0
routed_wl_microns = 10400
routed_via_density = 5.72
ant_nets = 0

[setup_path]
start_kind = "input pin"
end_kind = "output pin"
crit_fanout = 21
crit_type = "input pin to output pin"
cp_data_required_time_ns = 17.20
arrival_ns = 9.03

[run]
warning_count = 32
max-cap-violations = 0

[global_route]
antenna_found_initial = 0
grt.total_usage = 0.195
grt_max_degree = 34
gr-total-overflow = 0
grt_pass1_vias = 3212
grt_pass1_wl_microns = 17000

[min_path]
min_path_type = "input pin to output pin"

[run_status]
outcome = "completed"
==> path summary, 6_finish.rpt <==
| kind | end | cells past startpoint | slack [ns] | startpoint |
|---|---|---|---|---|
| max | Out[23] | 15 | 8.17 | shift[2] |
| min | Out[0] | 4 | 9.78 | b[0] |
==> cells in the mapped netlist (all sizes together) (2+ instances only) <==
| cell | number | area share |
|---|---|---|
| nor2b | 3 | 0.0060 |
| mux2i | 15 | 0.048 |
| inv | 6 | 0.0072 |
| xor2 | 8 | 0.022 |
| or3 | 2 | 0.0040 |
| nand2 | 30 | 0.036 |
| a21oi | 34 | 0.054 |
| buf | 13 | 0.030 |
| o211ai | 7 | 0.017 |
| a22oi | 8 | 0.024 |
| nand3 | 14 | 0.024 |
| a211o | 3 | 0.0084 |
| ha | 23 | 0.092 |
| a211oi | 4 | 0.011 |
| nor2 | 38 | 0.046 |
| nor3 | 9 | 0.014 |
| nand4 | 3 | 0.0060 |
| clkbuf | 16 | 0.019 |
| mux2 | 35 | 0.13 |
| nand2b | 3 | 0.0060 |
| and3 | 7 | 0.014 |
| or2 | 3 | 0.0060 |
| o22ai | 3 | 0.0060 |
| xnor2 | 12 | 0.034 |
| a21o | 10 | 0.024 |
| o221ai | 3 | 0.0084 |
| o21ai | 8 | 0.014 |
| a31oi | 6 | 0.012 |
| a311o | 3 | 0.0096 |
| o21bai | 5 | 0.012 |
| o31ai | 2 | 0.0064 |
| and2 | 4 | 0.0080 |
| mux4 | 26 | 0.19 |
| nor4 | 4 | 0.0080 |
==> power by group through the flow <==
stage / clock network (uW) / registers, uW / logic [uW]
CTS: 0 / 0 / 86.3
global route: 0 / 0 / 93.8
finish: 0 / 0 / 86.5
==> worst max-delay path: stages <==
cell and delay, ns:
clkdlybuf4s50_1 0.96, inv_1 0.42, mux2_4 0.41, a22oi_2 0.20, nor2_1 0.06, nand2_1 0.09, a21oi_1 0.10, ha_1 0.40
nand2_1 0.07, o21ai_0 0.36, a22oi_1 0.25, a2111oi_0 0.56, a211oi_1 0.13, xnor2_1 0.21, clkdlybuf4s50_1 0.49
==> metrics by stage <==
step	total power, uW	area [sq um]
floorplan	51.1	3130
global placement	86.2	3980
detailed placement	85.8	3980
CTS	86.3	3980
global route	93.8	3980
finish	86.5	3980
==> layer usage <==
metal | vias to the layer above | part of all wire | track usage
met3 | 8 | 0.043 | 0.0211
met4 | 0 | 0.010 | 0.0245
met2 | 83 | 0.48 | 0.322
met5 | - | 0 | 0
li1 | 1615 | - | -
met1 | 1571 | 0.47 | 0.286
==> cells in the final DEF, fill, tap and decap left out, drive strengths merged, types with 8 or more instances in the layout <==
| master | n |
|---|---|
| o21ai | 8 |
| xor2 | 8 |
| nand2 | 30 |
| mux2 | 35 |
| mux2i | 15 |
| a22oi | 8 |
| clkdlybuf4s50 | 80 |
| nor3 | 9 |
| xnor2 | 12 |
| mux4 | 26 |
| ha | 23 |
| a21o | 10 |
| a21oi | 34 |
| nand3 | 14 |
| nor2 | 38 |
==> cell families after synthesis <==
group	count (synthesis)	share of synthesized area
fa+ha+maj	24	0.0984
simple gates	124	0.188
xor+xnor	20	0.0560
mux	76	0.369
buf+inv	36	0.0576
compound gates	104	0.231
==> final cells by class <==
| cell class | instances | area share |
|---|---|---|
| tap | 133 | 0.0419 |
| multi-input combinational | 348 | 0.741 |
| inverter | 7 | 0.00661 |
| timing repair buffer | 85 | 0.210 |
Power and IR drop assume default switching activity.
